`design/flow/config.mk`:
```
export PLATFORM = sky130hd
export DESIGN_NAME = uart_send
export DESIGN_NICKNAME = uart_send
export VERILOG_FILES = /design/flow/design.v
export SDC_FILE = /design/flow/constraint.sdc
export NUM_CORES = 4
export LEC_CHECK = 1
export CORE_UTILIZATION = 30
```
`design/flow/constraint.sdc`:
```
current_design uart_send

set clk_period 13.1
set clk_io_pct 0.2

create_clock -name clk0 -period $clk_period [get_ports {clk}]

set non_clock_inputs [all_inputs -no_clocks]
set_input_delay [expr $clk_period * $clk_io_pct] -clock clk0 $non_clock_inputs
set_output_delay [expr $clk_period * $clk_io_pct] -clock clk0 [all_outputs]
```
`design/flow/design.v`:
```
module uart_send (clk,start,data,tx);
input clk, start;
input wire [7:0] data;
output reg tx = 1;
reg [31:0] cnt;
reg [7:0] dat;
reg [3:0] state = 9;
reg start_latch;
always @ (posedge clk) begin
	if (start && !start_latch) begin
		dat = data;
		state = 0;
		cnt = 0;
	end
	start_latch = start;
	if (state == 0) begin
		if (cnt > 5333) begin
			state = 4'd1;
			cnt = 0;
		end else tx = 0;
	end else if (state < 9) begin
		if (cnt > 5200) begin
			state = state + 4'd1;
			cnt = 0;
		end else tx = dat[state-1];
	end else tx = 1;
	cnt = cnt + 1;
end
endmodule
```
`design/flow/run.sh`:
```
#!/bin/bash
# OpenROAD 26Q1-2900-gdf79404cd8, Yosys 0.63+post, stock flow scripts
make -C /OpenROAD-flow-scripts/flow DESIGN_CONFIG=/design/flow/config.mk WORK_HOME=/design/flow/orfs finish
```
==> reports/metrics.yaml <==
grt:
  gr-total-overflow: 0
  grt_antenna_before_repair: 0
  grt_pass1_wl_um: 9380
  grt_start_max_net_pins: 33
  grt.total_usage: 0.133
  grt_pass1_vias: 1901
routing:
  firstDrtPassIters: 4
  drc: 0
  drt-total-wl_um: 5400
  via_per_inst: 5.06
  first_iter_violations: 138
  post_drt_wl_per_cell_um: 13.0
  antenna_left: 0
  diodes: 0
  vias: 2111
yosys:
  numSynthFlops: 46
  synth.top_cell.area_share: 0.347
  async_reset_ff_frac: 0
  synthAoiAreaFrac: 0.120
  yosysUniqueCellTypes: 63
  synthTopLogicFamily: "simple AND/OR/NAND/NOR gates"
  edf_count: 1
  synth_top_flop_cell: "dfxtp_1"
  ys_cells: 305
  yosysChipArea_sq_um: 2590
  adder_share: 0.0145
  synthMuxAreaShare: 0.0280
  synthesis.instances: 305
  synth_seq_share: 0.359
  yosysWarnings: 1
  synthXorXnorAreaFrac: 0.0878
  top_area_cell: "dfxtp_1"
  yosys.area_share.simple: 0.357
  avgSynthCellArea_sq_um: 8.50
  ys_top_cells_by_area: "dfxtp_1, nand2_1, xnor2_1"
  syn_area_sq_um: 2590
floorplan:
  die_area_sq_um: 9020
  die_h_um: 95.0
  fp_util: 0.312
  io-pin-count: 11
  rows: 33
  die_w_um: 95.0
  core_sq_um: 8300
run:
  warnings: 26
  maxCapViolCount: 0
clock_tree:
  clock_path_buffers: 2
  post_cts_buffers: 0
  clock-root-buffer: "clkbuf_8"
  cts_buffers: 5
  clk_pin_slew_ns: 0.09
  cts_hold_buffers: 0
  clock-sinks: 46
  clock_latency_ns: 0.30
  cts-htree-levels: 2
  cts_tree: "built"
  post_cts_resized: 0
power:
  p_per_area_nw_per_um2: 96.8
  p_sw_mw: 0.0720
  p_leak_nw: 0.994
  pwr-share-comb: 0.095
  p_int_mw: 0.204
  clockPowerShare: 0.330
  report.power.total_mw: 0.276
  peakVddDrop_mv: 0.0602
  sw_frac_of_total: 0.261
  power_frac_seq: 0.575
final_timing:
  setup_violations: 0
  fmax_ghz: 0.146
  final_max_slew_viol_count: 0
  finalSetupTns_ns: 0
  timing.final.crit_share: 0.524
  max_slew_margin: 0.338
  min_period_ns: 6.86
  rsz0062_at_grt: "no"
  clock-skew-final_ns: 0.00836
  tightest_slew_ns: 0.987
  finalHoldViolations: 0
worst_setup_path:
  path_depth: 17
  cp_max_fo: 23
  cp.required_ns: 13.27
  r2r_start: "start_latch$_DFF_P_"
  path_buffers: 1
  start_kind: "input pin"
  cp-end-kind: "flip-flop"
  slowest_delay_ns: 0.77
  cp-startpoint: "start"
  path_cells: "clkdlybuf4s50_1 -> or2b_2 -> nand2_1 -> ha_1 -> or2b_2 -> nand2_1 -> nand2_1 -> o31ai_2 -> nor3_1 -> and2_1 -> ha_1 -> and3_1 -> nand3_1 -> nor4b_2 -> nand4_1 -> xnor2_1 -> nor2_1"
  cp_common_cell: "nand2_1"
  path_class: "input pin to flip-flop"
  critPathTopFamily: "simple AND/OR/NAND/NOR gates"
  cp_slowest_cell: "nor4b_2"
  crit_end: "cnt[28]$_DFF_P_"
  reg2reg_to: "cnt[28]$_DFF_P_"
  worst-r2r-setup-slack_ns: 8.65
  crit_arrival_ns: 7.03
  timing.reg2reg.worst_path_depth: 16
placed_design:
  dpl.hpwl_um: 3760
  port_buffers: 10
  place_congestion: 0.833
cells_and_area:
  drive_gt1_frac: 0.135
  syn2layout_area_growth_pct: 9.94
run_status:
  outcome: "completed"
worst_hold_path:
  hold_class: "flip-flop to flip-flop"
## synth_stat cells, types with 5 or more instances
cell / n
a21oi_1: 11
and3_1: 5
dfxtp_1: 45
mux2i_1: 5
nand2_1: 53
nand3_1: 11
nand4_1: 9
nor2_1: 26
nor2_2: 10
nor3_1: 14
nor4_1: 9
o21ai_0: 5
xnor2_1: 14
xor2_1: 12
## registers in the layout, summed over array words and instances (netlist names)
name / flops
cnt: 32
dat: 8
start_latch: 1
state: 4
tx: 1
## worst min-delay path by stage
stage | startpoint | to | slack [ns] | cells past startpoint
final | dat[0]$_DFF_P_ | dat[0]$_DFF_P_ | 0.45 | 2
after CTS | dat[5]$_DFF_P_ | dat[5]$_DFF_P_ | 0.45 | 2
after global routing | dat[4]$_DFF_P_ | dat[4]$_DFF_P_ | 0.46 | 2
## metrics by stage
stage               setup WS, ns  std cells  utilization  cell area, sq um  hold slack [ns]
finish                      6.24        417        0.343              2850            0.448
global route                5.94        417        0.343              2850            0.463
CTS                         6.30        417        0.343              2850            0.449
detailed placement          5.97        409        0.332              2760            0.435
global placement            6.11        409        0.332              2760            0.431
floorplan                   7.18        305            -              2590            0.410
## power by group through the flow
stage	combinational, mW	sequential [mW]	clock [mW]
final	0.0263	0.159	0.0910
after global routing	0.0306	0.160	0.101
after CTS	0.0269	0.159	0.0949
## final cells by class
cell class | instances | area, sq um
Clock buffer | 6 | 82.6
Multi-Input combinational cell | 244 | 1570
Clock inverter | 2 | 12.5
Sequential cell | 46 | 931
Tap cell | 105 | 131
Fill cell | 846 | 5450
Inverter | 3 | 11.3
Timing Repair Buffer | 11 | 108
## placed cells by master (no fill, tap or decap), types with 5 or more instances in the layout
master           instances
a21oi_1                 11
and3_1                   5
clkbuf_8                 6
clkdlybuf4s50_1         10
dfxtp_1                 45
mux2i_1                  5
nand2_1                 53
nand3_1                 11
nand4_1                  9
nor2_1                  26
nor2_2                  10
nor3_1                  14
nor4_1                   9
o21ai_0                  5
xnor2_1                 14
xor2_1                  12
## worst min-delay path, stage by stage, from the launching register on
cell,delay (ns)
dfxtp_1,0.32
nand2_1,0.05
nand2_1,0.04
## cells by family after synthesis
| group | after synthesis |
|---|---|
| buf+inv | 15 |
| compound gates | 41 |
| simple gates | 168 |
| fa+ha+maj | 3 |
| xor+xnor | 26 |
| flops | 46 |
| mux | 6 |
## per-layer routing
metal | GRT usage | wire length [um] | up-vias
met1 | 0.213 | 2780 | 977
li1 | - | - | 1100
met4 | 0.00758 | 20 | 0
met3 | 0.0253 | 219 | 2
met5 | 0 | 0 | -
met2 | 0.197 | 2380 | 32
No activity file was given, so power comes from the tool's default toggle rates.
